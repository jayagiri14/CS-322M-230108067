**design/flow/design.v**
```verilog
module forwarding_unit(
    input  logic [4:0] Rs1E, Rs2E,      
    input  logic [4:0] RdM, RdW,        
    input  logic       RegWriteM, RegWriteW,  
    output logic [1:0] ForwardA, ForwardB    
);
  always_comb begin
    ForwardA = 2'b00;
    ForwardB = 2'b00;
    if (RegWriteM && (RdM != 5'd0) && (RdM == Rs1E))
      ForwardA = 2'b01;
    else if (RegWriteW && (RdW != 5'd0) && (RdW == Rs1E))
      ForwardA = 2'b10;
    if (RegWriteM && (RdM != 5'd0) && (RdM == Rs2E))
      ForwardB = 2'b01;
    else if (RegWriteW && (RdW != 5'd0) && (RdW == Rs2E))
      ForwardB = 2'b10;
  end
endmodule
```
**design/flow/run.sh**
```bash
#!/bin/bash
# OpenROAD 26Q1-2900-gdf79404cd8, Yosys 0.63+post, stock flow scripts
make -C /OpenROAD-flow-scripts/flow DESIGN_CONFIG=/design/flow/config.mk WORK_HOME=/design/flow/orfs finish
```
**design/flow/config.mk**
```make
export PLATFORM = sky130hd
export DESIGN_NAME = forwarding_unit
export DESIGN_NICKNAME = forwarding_unit
export VERILOG_FILES = /design/flow/design.v
export SDC_FILE = /design/flow/constraint.sdc
export NUM_CORES = 4
export LEC_CHECK = 1
export CORE_AREA = 10 10 70 70
export DIE_AREA = 0 0 80 80
```
**design/flow/constraint.sdc**
```tcl
current_design forwarding_unit

set clk_period 2.3
set clk_io_pct 0.2

create_clock -name clk0 -period $clk_period

set non_clock_inputs [all_inputs -no_clocks]
set_input_delay [expr $clk_period * $clk_io_pct] -clock clk0 $non_clock_inputs
set_output_delay [expr $clk_period * $clk_io_pct] -clock clk0 [all_outputs]
```
==> run notes <==
Results of the run.

The run finished, with violations left. The checks that failed: negative setup slack. The total routing usage reported by global routing is 4.162%. In this run the tightest slew margin relative to its limit is 80.38%. The final wirelength is 1.358 mm.

The maximum number of pins on one net before global-route repair is 4. The worst setup slack after placement is -750.7 ps. According to the floorplan report, the die width is 80 um. The arrival time of data at the worst endpoint is listed as 1840 ps. The cell total in the yosys stat output is 34. Based on the critical path, the design can be clocked at up to 434.3 MHz. 0 antenna diodes ended up in the layout. Detailed placement finished with a half-perimeter wire length of 1.191 mm. The design area is 782.0 um2. After layout, the minimum clock period comes to 2302 ps. The max-capacitance violation count is 0.

The detailed router put a total of 867 um of wire on met1. Among cell families on the critical path, the largest total delay comes from buffers and inverters. The fraction of final layout cells with drive strength greater than 1 is 47.95%. The count of synthesis-stage warnings from yosys is 1.

The instance tally after logic synthesis is 34. The total overflow reported by the global router is 0. The via density per instance is 3.227. The peak fanout along the critical path is 3. The post-synthesis xor/xnor area fraction is 67.96%. The script computed a power per unit cell area of 162.4 nW/um2. The required time of the worst setup path is 1840 ps. After layout, the worst setup slack is -2.367 ps.

After Yosys synthesis, AND-OR and OR-AND compound gates account for 3.398% of the synthesized area. The final weighted congestion recorded by global placement is 0.9102. Measured against the total synthesized area, the mux share comes to 0%. Among all stages on the critical path, the largest delay is contributed by sky130_fd_sc_hd__clkdlybuf4s50_1. The layout overhead on the synthesized area is 203.4%. The number of vias after detailed routing is 384. The first detailed-routing pass ran for 3 iterations. The first global-routing pass estimated 2.173 mm of wire. In the finished design the tool counted flip-flops and latches totalling 0.

The pin slew with the least headroom to its limit is 292.1 ps. The critical path crosses 5 cells after its start point. The number of global-route vias before repair is 447.

OpenROAD reports that the post-layout worst path occupies 100.1% of the period. In the synthesized netlist, the dominant kind of combinational cell is XOR/XNOR gates. The maximum ir drop on the vdd rail is 75.41 uV.

The count of final max-slew check failures is 0. In this run the count of I/O pins placed on the die edge is 26. The number of rows created at floorplan is 21. The post-placement cell area is 673.1 um2. The routed layout reports a DRC error count of 0.

The hold-fix buffer count after cts is 0. The detailed router finished its first iteration with 27 violations. Setup repair after global routing could not meet its margin everywhere. The analysis attributes to cell leakage a power of 0.3288 nW. In the final routed layout, each cell accounts on average for 11.41 um. The count of unique library cells instantiated by Yosys is 9. The class of the worst hold path is primary input to primary output. The timing report gives the biggest stage delay along the critical path as 480 ps. Per the OpenROAD floorplan log, the height of the die is 80 um. In this run the tool buffered the top-level ports with 26 buffer cells. Once the floorplan was initialized, standard cells occupied 7.546% of the core. Per the cell usage report, the commonest logic cells after layout are sky130_fd_sc_hd__dlygate4sd2_1, sky130_fd_sc_hd__buf_4, sky130_fd_sc_hd__xnor2_1, sky130_fd_sc_hd__xnor2_2. The final report lists the setup-violating endpoint count as 1. The number of clock buffers in the layout is 0. The startpoint type of the worst setup path is a primary input. Per the OpenROAD floorplan log, the area of the core is 3416 um2. The average instance in the mapped netlist occupies 7.581 um2. The cell sequence reported for the critical path is clkdlybuf4s50_1 > or4_4 > nor2_4 > nor4_2 > dlygate4sd2_1. Summed over all nets, wire length on met2 after detailed routing comes to 263 um.

Per the synthesis report, the adder-cell share of the synthesized area is 0%. Counting both buffers and inverters, the worst setup path holds a total of 2. The detailed router reports a met3 wire length of 227 um. The element type at the critical path end is a primary output.

The start point of the critical path is RdW[4]. The number of failing hold endpoints at the final stage is 0. The tally of OpenROAD warnings is 34. The last element of the critical path is ForwardA[1]. The initial antenna violation count is 0.

After detailed routing, no signal wire sits above met3. The synthesized netlist devotes 28.64% of its cell area to simple gates. The chip occupies 6400 um2. Post-synthesis, Yosys gives the total cell area as 257.7 um2.

Across all hold checks on the routed design, the worst slack comes to 1477 ps. The most numerous logic cell after layout is sky130_fd_sc_hd__dlygate4sd2_1. The core occupancy in the finished layout is 22.89%.

The category of the most critical setup path is primary input to primary output. Per Yosys stat, the portion of area used by sequential elements is 0%. The layout report lists the combined flip-flop and latch area as 0 um2. The post-detailed-route count of antenna-violating nets is 0. The post-synthesis instance area is 257.7 um2. The worst min-delay path startpoint is RdW[3].
[report_power, final]
group	leakage [nW]	switching [mW]	internal [mW]	total, mW
Clock	0	0	0	0
Sequential	0	0	0	0
Combinational	0.329	0.0547	0.0724	0.127
Total	0.329	0.0547	0.0724	0.127
[stage by stage]
stage / instances / total power, mW / TNS, ps
finish: 119 / 0.1270 / -2.367
global route: 119 / 0.1368 / -81.92
CTS: 120 / 0.1236 / -107.8
detailed placement: 119 / 0.1084 / -2307
global placement: 119 / 0.1074 / -2137
floorplan: 34 / 0.03510 / 0
[cells by family after synthesis]
family,after synthesis
AND-OR/OR-AND,1
AND/OR/NAND/NOR,13
XOR/XNOR,20
[repair_timing]
item | 4_1_cts | 5_1_grt
resized | 57 | 6
pin swaps | 13 | 1
gates cloned | 0 | 0
buffers inserted | 1 | 0
setup endpoints to repair | 4 | 2
hold endpoints to repair | 0 | 0
[Yosys cell counts]
master / instances / share of area [%]
sky130_fd_sc_hd__nor4_1: 4 / 9.7
sky130_fd_sc_hd__xnor2_1: 16 / 54
sky130_fd_sc_hd__or4_1: 2 / 5.8
sky130_fd_sc_hd__nand3_1: 2 / 3.9
sky130_fd_sc_hd__nand4_1: 2 / 4.9
sky130_fd_sc_hd__xor2_1: 4 / 14
sky130_fd_sc_hd__nor2_1: 1 / 1.5
sky130_fd_sc_hd__o21ai_2: 1 / 3.4
sky130_fd_sc_hd__nand2_1: 2 / 2.9
[area by class of cell]
type,instances,area [um2]
Fill cell,382,2634
Multi-Input combinational cell,34,386.6
Tap cell,46,57.56
Timing Repair Buffer,39,337.8
[layer usage]
layer  global-route usage (%)  vias to the layer above
met5                        0                        -
met4                        0                        0
met3                    2.386                        0
met2                    3.451                       26
met1                    7.677                      156
li1                         -                      202
[tightest hold or removal path, cell delays in order]
cell and delay, ps:
sky130_fd_sc_hd__dlymetal6s2s_1 170, sky130_fd_sc_hd__xnor2_1 80, sky130_fd_sc_hd__nand4_1 150, sky130_fd_sc_hd__nor4_4 40, sky130_fd_sc_hd__buf_2 110
[worst min-delay path by stage]
stage | cells past startpoint | slack, ps | to
after CTS | 5 | 1450 | ForwardB[1]
after global routing | 5 | 1540 | ForwardB[1]
final | 5 | 1480 | ForwardB[1]
No activity file was given, so power comes from the tool's default toggle rates.
