[./design.v]
`timescale 1ns / 1ps
module link_top(
    input wire clk,
    input wire rst,
    output wire done
);
    wire req, ack;
    wire [7:0] data;
    master_fsm u_master (
        .clk(clk), .rst(rst), .ack(ack),
        .req(req), .data(data), .done(done)
    );
    slave_fsm u_slave (
        .clk(clk), .rst(rst), .req(req),
        .data_in(data), .ack(ack), .last_byte() 
    );
endmodule
`timescale 1ns / 1ps
module master_fsm(
	input wire clk,
	input wire rst,
	input wire ack,
	output reg req,
	output reg [7:0] data,
	output reg done
);
	localparam IDLE = 3'b000, DRIVE_DATA = 3'b001, WAIT_ACK = 3'b010,
			   WAIT_ACK_LOW = 3'b011, DONE = 3'b100;
	reg [2:0] state_reg, state_next;
	reg [1:0] byte_count_reg, byte_count_next;
	always @(posedge clk) begin
		if (rst) begin
			state_reg <= IDLE;
			byte_count_reg <= 2'b00;
		end else begin
			state_reg <= state_next;
			byte_count_reg <= byte_count_next;
		end
	end
	always @(*) begin
		state_next = state_reg;
		byte_count_next = byte_count_reg;
		req = 1'b0;
		data = 8'hZZ;
		done = 1'b0;
		case (state_reg)
			IDLE: state_next = DRIVE_DATA;
			DRIVE_DATA: begin
				req = 1'b1;
				data = 8'hA0 + byte_count_reg;
				state_next = WAIT_ACK;
			end
			WAIT_ACK: begin
				data = 8'hA0 + byte_count_reg;
				if (ack) begin
				 state_next = WAIT_ACK_LOW;
				 req = 1'b0;
				 end
			end
			WAIT_ACK_LOW: begin
				if (!ack) begin
					if (byte_count_reg == 2'd3) state_next = DONE;
					else begin
						state_next = DRIVE_DATA;
						byte_count_next = byte_count_reg + 1;
					end
				end
			end
			DONE: begin
				done = 1'b1;
				state_next = IDLE;
			end
		endcase
	end
endmodule
`timescale 1ns / 1ps
`timescale 1ns / 1ps
module slave_fsm(
    input wire clk,
    input wire rst,
    input wire req,
    input wire [7:0] data_in,
    output reg ack,
    output reg [7:0] last_byte 
);
    localparam IDLE = 2'b00, ACK_1 = 2'b01, ACK_2 = 2'b10, WAIT_REQ_LOW = 2'b11;
    reg [1:0] state_reg, state_next;
    always @(posedge clk) begin
        if (rst) begin
            state_reg <= IDLE;
            last_byte <= 8'b0;
        end else begin
            state_reg <= state_next;
            if (state_reg == IDLE && req) begin
                last_byte <= data_in;
            end
        end
    end
    always @(*) begin
        state_next = state_reg;
        ack = 1'b0;
        case (state_reg)
            IDLE: if (req) state_next = ACK_1;
            ACK_1: begin
                ack = 1'b1;
                state_next = ACK_2;
            end
            ACK_2: begin
                ack = 1'b1;
                state_next = WAIT_REQ_LOW;
            end
            WAIT_REQ_LOW: begin
                if (!req) state_next = IDLE;
            end
        endcase
    end
endmodule
[./constraint.sdc]
current_design link_top

set clk_period 1.0
set clk_io_pct 0.2

create_clock -name clk0 -period $clk_period [get_ports {clk}]

set non_clock_inputs [all_inputs -no_clocks]
set_input_delay [expr $clk_period * $clk_io_pct] -clock clk0 $non_clock_inputs
set_output_delay [expr $clk_period * $clk_io_pct] -clock clk0 [all_outputs]
[./run.sh]
#!/bin/bash
# OpenROAD 26Q1-2900-gdf79404cd8, Yosys 0.63+post, stock flow scripts
make -C /OpenROAD-flow-scripts/flow DESIGN_CONFIG=/design/flow/config.mk WORK_HOME=/design/flow/orfs finish
[./config.mk]
export PLATFORM = sky130hd
export DESIGN_NAME = link_top
export DESIGN_NICKNAME = link_top
export VERILOG_FILES = /design/flow/design.v
export SDC_FILE = /design/flow/constraint.sdc
export NUM_CORES = 4
export LEC_CHECK = 1
export CORE_AREA = 10 10 70 70
export DIE_AREA = 0 0 80 80
==> run summary <==
Notes on the physical design

The total track usage is 1.837%. For reference, the final report shows the max-slew violation count at 0. Counting flops and latches in the post-synthesis netlist gives 11. STA classifies the critical path startpoint as a register.

Entering global routing, the biggest net connects 9 pins. The script logs the ratio of routed vias to standard cells as 2.798. The total power of the final layout is 787.2 µW. The number of input and output port buffers inserted is 2. Across all layers, the routed design uses 249 vias. According to the timing report, the data required time at the worst endpoint equals 1190 ps.

In this run the static leakage power is 0.0001887 µW. At the pin with the least slew margin, the transition time is 213.2 ps. The met1 layer usage reported by global route is 2.490%. The slowest library cell on the worst path is sky130_fd_sc_hd__or3_1.

The run finished, with violations left. The wire length after detailed routing is 560 µm. The maximum clock skew at final layout is 3.395 ps. The met3 usage is less than 1%. The clock reaches the later pin of the worst-skew pair after between 200 and 300 ps. The per-cell routed wire length is 6.292 µm. The first global-routing pass estimated 1007 µm of wire. The number of CTS-inserted buffers is 3. The half-perimeter wire length of the detailed placement result is 410.7 µm.

The type of the setup path with the least slack is reg2reg. The unique cell type count in the Yosys netlist is 16. The core utilization of the finished layout is 14.91%. The hold buffer count at cts is 0. CTS built an H-tree with a depth of 1. Post-CTS timing repair inserted 0 buffers for setup. The setup slack on the worst flop-to-flop path is -20 ps.

The number of violations of the max-capacitance limit is 0. The arrival time of data at the worst endpoint is listed as around 1200 ps. Across the VDD grid, the largest voltage drop is 679.8 µV. For reference, the critical path cell chain is ha_4 -> or3_1 -> a21oi_1. The initial antenna violation count is 0. Looking at the global route congestion table, the highest-usage layer is met1. Warnings reported by Yosys during synthesis add up to 3. The routed design ends up with an antenna cell count of 0. The via count of the first global-routing pass is 259. The final timing report gives a worst setup slack of -23.20 ps.

Of all nets on the critical path, the largest fanout is 4. Per the summary, power density relative to cell area is roughly 1500 nW/µm². The final clock period utilization by the worst path is 102.3%. After floorplanning, the core was sized to cover between 3000 and 4000 µm².

The post-layout instance count excluding filler cells is 89. The register area share after synthesis is between 50 and 60%. In the routed design, unresolved DRC markers number 0. The overall overflow remaining after global route is 0. Cells with a size suffix above 1 make up 30.23% of the layout.

The area of the mapped netlist is 367.9 µm². met2 track demand over resource after global routing is 2.408%. The detailed router finished its first iteration with 2 violations. According to the report, the first pass of detailed routing completed in 3 iterations. Per the run report, area growth between synthesis and finish was 38.44%. The clock-pin slew on the worst setup and hold paths is around 70 ps. The number of cells in Yosys stat is 35. The die covers 6400 µm². Setup repair after global routing could not meet its margin everywhere. The final hold violation count is 0. The checks that failed: setup timing. Checking max transition, the worst relative margin is 85.76%. The root buffer cell is sky130_fd_sc_hd__clkbuf_4.

The fmax is 977.3 MHz. The clock sink total is 11. The cell total after placement is 85. For this run, the slowest stage of the critical path takes 340 ps. The largest area contributor in the synthesized netlist is sky130_fd_sc_hd__dfxtp_1.

The main area contributors are sky130_fd_sc_hd__dfxtp_1 (60%), sky130_fd_sc_hd__a21oi_1 (4.1%), sky130_fd_sc_hd__o21ai_0 (4.1%). The post-synthesis cell count is 35. The smallest clock period supported by the final layout is computed as 1023 ps. At the floorplan stage, the core utilization is reported as a little over a tenth. During I/O placement, the number of pins put on the boundary was 3. The final weighted congestion recorded by global placement is 0.6834.

The path type of the worst min-delay path is in2reg. The area share of the largest cell type after synthesis is about three fifths. The maximum number of buffers from clock root to sink is 2.

The synthesized area per cell is 10.51 µm². TritonCTS built the clock tree. The die span in x is 80 µm.

The flip-flop count of the largest register, all copies and words added is 5. The worst setup path is captured at a register. Final hold analysis gives a worst-case slack of 244.1 ps.

The tool warning count for the run is 27. The floorplan step set the die height to ~80 µm. The post-synth area from yosys stat is 367.9 µm². The number of setup violations in the final report is 1. For reference, the placement row count at floorplan is 21.

The number of nets with antenna violations after routing is 0.
worst paths after layout:
kind	start	end	depth (start not counted)
worst max-delay path	u_master.byte_count_reg[1]$_SDFFE_PP0P_	u_master.byte_count_reg[0]$_SDFFE_PP0P_	3
worst min-delay path	rst	u_master.state_reg[1]$_DFF_P_	2
worst max register to register	u_master.byte_count_reg[1]$_SDFFE_PP0P_	u_master.byte_count_reg[0]$_SDFFE_PP0P_	3
worst min register to register	u_master.state_reg[1]$_DFF_P_	u_master.state_reg[0]$_DFF_P_	1
layout by cell type (no fill, tap or decap), drive strengths merged:
cell	n
dfxtp	11
nor2	4
o21ai	4
clkbuf	4
a21oi	3
buf	3
nor3b	2
nand2b	2
nor2b	1
inv	1
or2	1
o21ba	1
o21bai	1
or3	1
mux2i	1
ha	1
dlymetal6s2s	1
clkdlybuf4s15	1
synthesized netlist by cell type, drive strengths merged:
cell type	instances
nor2	4
o21ai	4
mux2i	1
clkbuf	1
a21oi	3
nor2b	1
dfxtp	11
nor3b	2
ha	1
o21ba	1
o21bai	1
inv	1
or3	1
or2	1
nand2b	2
kinds of logic after synthesis:
kind of cell	after synthesis	synth area share, %
AOI/OAI and AO/OA	9	15.31
adders and majority gates	1	3.401
buffers and inverters	2	2.039
DFF	11	59.86
muxes	1	2.721
and+or+nand+nor	11	16.67
power by group:
| part | internal [µW] | switching [µW] |
|---|---|---|
| logic | 21.7 | 15.4 |
| clock network | 154 | 134 |
| registers | 453 | 8.63 |
repair_timing:
action                                  in CTS  in global routing
cloned                                       0                  0
endpoints found under the setup margin       2                  3
gates resized                                6                  1
pin swaps                                    1                  0
stage by stage:
stage | TNS (ps) | setup slack (ps) | instance area, µm²
after floorplan | 0 | 2.478 | 370.4
after CTS | -24.37 | -24.37 | 506.7
after detailed placement | -1075 | -192.5 | 466.7
final | -23.20 | -23.20 | 509.2
after global placement | -905.8 | -146.5 | 466.7
after global routing | -95.07 | -81.22 | 509.2
per-layer routing:
layer / up-vias / wire length, µm
met5: - / 0
met4: 0 / 0
met3: 0 / 37
met2: 3 / 245
met1: 110 / 278
li1: 136 / -
worst max-delay path: cells and delay by family, from the launching register on:
| kind | cells | cell delay, ps |
|---|---|---|
| DFF | 1 | 330 |
| and+or+nand+nor | 1 | 340 |
| adders and majority gates | 1 | 160 |
| AOI/OAI and AO/OA | 1 | 120 |
cell type report:
| class | instances | area, µm² |
|---|---|---|
| clock buffer | 4 | 26.28 |
| fill | 397 | 2907 |
| inverter | 1 | 3.754 |
| multi-input combinational | 22 | 152.6 |
| sequential | 11 | 224.0 |
| tap | 46 | 57.56 |
| timing repair buffer | 5 | 45.04 |
No activity file was given, so power comes from the tool's default toggle rates.
